### design/flow/run.sh
#!/bin/bash
# OpenROAD 26Q1-2900-gdf79404cd8, Yosys 0.63+post, stock flow scripts
make -C /OpenROAD-flow-scripts/flow DESIGN_CONFIG=/design/flow/config.mk WORK_HOME=/design/flow/orfs finish
### design/flow/config.mk
export PLATFORM = sky130hd
export DESIGN_NAME = cpu
export DESIGN_NICKNAME = cpu
export VERILOG_FILES = /design/flow/design.v
export SDC_FILE = /design/flow/constraint.sdc
export NUM_CORES = 4
export LEC_CHECK = 1
export CORE_UTILIZATION = 40
export SYNTH_HDL_FRONTEND = slang
### design/flow/constraint.sdc
current_design cpu

set clk_period 5.0
set clk_io_pct 0.2

create_clock -name clk0 -period $clk_period [get_ports {clk}]

set non_clock_inputs [all_inputs -no_clocks]
set_input_delay [expr $clk_period * $clk_io_pct] -clock clk0 $non_clock_inputs
set_output_delay [expr $clk_period * $clk_io_pct] -clock clk0 [all_outputs]
### design/flow/design.v
module cpu
  #(parameter data_width = 4,
    parameter addr_width = 4,
    parameter op_width   = 4,
    parameter op_param   = 4,
    parameter pc_width   = 8)
   (input wire clk, rst,
    input wire [(op_width+op_param)-1:0] instruction,
    output reg [data_width-1:0]          a
    );
   reg [data_width-1:0]                  datain;
   reg [data_width-1:0]                  dataout;
   reg [addr_width-1:0]                  addr;
   reg [op_width-1:0]                    currentState, nextState;
   reg [pc_width-1:0]                    pc;
   reg [(op_width+op_param)-1:0]         ir;
   reg                                   dir;   
   parameter  
     START = 0, FETCH = 1, DECODE = 2, EXECUTE = 3, WAIT = 4;
   parameter  
     ldaxx = 0, ldxxa = 1, andaxx = 2, addaxx = 3,
     subaxx = 4, jzxx = 5, jmpxx = 6, nop = 7,
     movaxx = 8, nandaxx = 9, oraxx = 10, noraxx = 11,
     xoraxx = 12, xnoraxx = 13, nota = 14;
   ram cpu_mem(.clk(clk), .rst(rst), .rw(dir), .addr(addr),
               .datain(datain), .dataout(dataout));
   always @(posedge clk, posedge rst) 
     if(rst) currentState <= START;
     else    currentState <= nextState;
   always @(currentState)
     case (currentState)
       START:  nextState = FETCH;
       FETCH:  nextState = DECODE;
       DECODE: 
         case(ir[(op_width+op_param)-1:op_width])
           nop:
             nextState = WAIT;
           default:
             nextState = EXECUTE;
         endcase  
       EXECUTE: nextState = WAIT;
       WAIT: nextState = FETCH;
     endcase  
   always @(posedge clk)
     case (currentState)
       START:
         begin
            dir <= 0;
            pc <= 0;
            ir <= 0;
            a <= 0;
            datain <= 0;
            addr <= 0;
         end  
       FETCH:
         begin
            dir <= 0;
            pc <= pc + 1;
            ir <= instruction;
            addr <= instruction[op_width-1:0];
         end  
       EXECUTE:
         begin
            dir <= 0;
            addr <= ir[op_width-1:0];
            case(ir[(op_width+op_param)-1:op_width])
              ldaxx:
                begin                 
                   a <= dataout;
                end
              ldxxa:
                begin
                   dir <= 1;
                   datain <= a;
                end
              andaxx:
                begin
                   a <= (a & dataout);
                end
              addaxx:
                begin
                   a <= (a + dataout);
                end
              subaxx:
                begin
                   a <= (a - dataout);
                end
              jzxx:
                begin
                   if(a === 4'b0)  
                     pc <= addr;
                end
              jmpxx:
                begin
                   pc <= addr;                   
                end
              movaxx:
                begin
                   a <= ir[op_width-1:0];
                end
              nandaxx:
                begin
                   a <= ~(a & dataout);
                end              
              oraxx:
                begin
                   a <= (a | dataout);
                end
              noraxx:
                begin
                   a <= ~(a | dataout);
                end
              xoraxx:
                begin
                   a <= (a ^ dataout);
                end
              xnoraxx:
                begin
                   a <= ~(a ^ dataout);
                end
              nota:
                begin
                   a <= ~a;
                end
            endcase  
         end  
       WAIT:
         begin
         end  
     endcase  
endmodule  
module ram
  #(parameter data_width = 4,
    parameter addr_width = 4)
   (input wire clk, rst, rw,
    input wire [addr_width-1:0] addr,
    input wire [data_width-1:0] datain,
    output reg [data_width-1:0] dataout
    );
   reg [data_width-1:0]         data [0:(addr_width*addr_width)-1];
   reg [data_width-1:0]         i;
   parameter
     WRITE = 1, READ = 0;
   always @(posedge clk, posedge rst)
     if (rst)
       begin
          for( i = 0 ; i < (addr_width*addr_width)-1 ; i++ )
            data[i] <= 0;
          data[(addr_width*addr_width)-1] <= 0;      
          dataout <= 0;                             
       end 
     else
       case(rw)
         WRITE:
           begin
              data[addr] <= datain;
              dataout <= datain;
           end
         READ:
           begin
              dataout <= data[addr];
           end
       endcase  
endmodule  
==> reports/results.ini <==
[clocking]
clock-root-buffer=clkbuf_16
path_clk_slew_ns=0.06
htreeDepth=3
cts_tree=built
clockBufferDepth=2
clk_latency_ns=0.35
cts_hold_buf=0
post_cts_resized=0
numCtsBuffers=9
cts_setup_buffers=0

[synth]
ys_top_cells_by_area=dfrtp_1, edfxtp_1, mux2_2
synthCells=444
yosys-top-cells-count=dfrtp_1, nand2_1, o21ai_0, mux2_2
ys_area_um2=4890
synth.most_common_cell=dfrtp_1
synthesis.area_um2=4890
ys_types=49
ys.flops=95
flop_cell=dfrtp_1
edf_count=21
yosysCellCount=444
synth_warnings=0
top_area_cell=dfrtp_1
syn_avg_cell_area_um2=11.0
ys_async_sr_fraction_pct=74.7
top_area_share_pct=36.3

[floorplan]
die_x_um=113
io_pins=14
initial_core_util_pct=40.9
coreArea_um2=12000
num_rows=40
die_area_um2=12700
fp.dieH_um=113

[flow_run]
max_cap_violations=0
warning_count=30

[placed_design]
dpl_worst_slack_ns=2.06
dp_cells=586
portBuffers=13
place_congestion=0.895
hpwl_um=6920

[drt]
wire_per_inst_um=16.8
drt_wl_total_um=10100
antenna_left=0
drtIter0Drc=184
antennaDiodeCount=0
via_per_inst=5.59
first_pass_iters=4
drc_errors=0
vias=3366

[cells_and_area]
drive_gt1_share_pct=15.6
fin_cells=602
area_growth_pct=10.7
fillers=1088

[final_timing]
relSlewSlack_pct=45.0
max_freq_mhz=338
unclocked_pins=3
finalCritPeriodShare_pct=59.2
setup_viol=0
rsz0062_at_grt=false
finalMaxSlewViolations=0
skew_ns=0.0121
hold_viol_final=0
worstMarginPinSlew_ns=0.817
setup_slack_ns=2.04
fin_crit_ns=2.96
unconstrained_endpoints=6
tns_ns=0

[global_routing]
antenna_found_initial=0
grt_overflow=0
grt_pass1_vias=3309
gr-usage-all-layers_pct=18.2
grt_max_degree=50
grt_pass1_wl_um=17200

[run_status]
status=complete, no violations

[worst_setup_path]
required_ns=5.19
slowest_stage=edfxtp_1
worst_ep_arrival_time_ns=3.15
path_buffers=1
critPathMaxStageDelay_ns=0.71
cp-end-kind=register
worstSetupPathType=register to register
cp-start-kind=register
crit_top_cell=a211o_1
worstPathCellList=nor4b_4 > mux2_2 > inv_1 > ha_1 > nor2b_1 > o21a_1 > a211o_1 > a211o_1 > a31oi_1
worstPathMaxFanout=24
path_delay_family=AND-OR/OR-AND gates

[power]
powerDensity_nw_per_um2=688
vdd_drop_max_mv=0.410
p_leak_nw=2.33

[worst_hold_path]
hold_class=register to register

[per-stage QoR]
step	utilization [%]	hold WS, ns	cell area (um^2)	total power [mW]
CTS	45.3	0.484	5410	3.75
detailed placement	42.9	0.471	5140	3.10
floorplan	-	0.445	4890	2.67
finish	45.3	0.479	5410	3.72
global route	45.3	0.506	5410	4.04
global placement	42.9	0.456	5140	3.08
[per-layer routing]
metal	part of all wire, %	vias up	GRT usage (%)
met3	6.2	14	3.96
met4	1.4	0	2.22
met1	49	1655	30.8
met5	0	-	0
li1	-	1608	-
met2	44	89	26.0
[worst paths after layout]
path	start	end	slack, ns	cells after the start
max reg2reg	ir[4]$_SDFFCE_PN0P_	a[3]$_SDFFCE_PN0P_	2.04	9
min	cpu_mem.data[31]$_DFFE_PP0P_	cpu_mem.data[31]$_DFFE_PP0P_	0.48	2
max	ir[4]$_SDFFCE_PN0P_	a[3]$_SDFFCE_PN0P_	2.04	9
max in group asynchronous	rst	cpu_mem.data[26]$_DFFE_PP0P_	3.03	3
min reg2reg	cpu_mem.data[31]$_DFFE_PP0P_	cpu_mem.data[31]$_DFFE_PP0P_	0.48	2
min in group asynchronous	rst	cpu_mem.data[56]$_DFFE_PP0P_	0.99	2
[tightest hold or removal path, cell delays in order (launching register included)]
cell and delay, ns:
dfrtp_1 0.34, nand2_1 0.04, o21ai_0 0.06
[cell type report]
class	count	area (um^2)	area share, %
well taps	147	184	3.40
clock buffers	11	243	4.48
repair buffers	18	168	3.10
multi-input cells	304	2250	41.6
clock inverters	5	33.8	0.624
flip-flops and latches	95	2450	45.3
inverters	22	82.6	1.53
[registers in the layout (all words and copies together) (netlist names)]
register and cells:
nextState 3, cpu_mem.dataout 4, a 4, addr 4
currentState 3, cpu_mem.data 64, datain 4, dir 1
ir 8
[layout by cell type (no fill, tap or decap), types with 10 or more instances in the layout]
master / count
mux4_2: 12
inv_1: 21
nor2b_1: 10
o21ai_0: 40
a21oi_1: 22
clkdlybuf4s50_1: 13
nand2_1: 45
nand2b_1: 12
nor2_1: 22
mux2_2: 34
dfrtp_1: 71
ha_1: 12
mux2i_1: 12
edfxtp_1: 21
[power by group]
part / internal [mW] / total (mW) / switching [mW] / leakage (nW)
Sequential: 1.18 / 1.57 / 0.386 / 1.14
Clock: 0.352 / 0.633 / 0.282 / 0.140
Combinational: 0.758 / 1.52 / 0.763 / 1.05
[kinds of logic (layout without fill, tap and decap cells)]
family	after synthesis	after routing	share of synthesized area (%)
DFF	92	92	49.2
latches	3	3	0.921
adders and majority gates	13	13	3.48
muxes	58	58	15.8
AOI/OAI and AO/OA	101	101	12.7
and+or+nand+nor	129	129	13.5
xor gates and xnor gates	3	3	0.537
buffers and inverters	45	56	3.86
Power figures rest on the tool's default switching activity, not on a simulated workload.
